## design/flow/config.mk

```make
export PLATFORM = sky130hd
export DESIGN_NAME = IF_ID
export DESIGN_NICKNAME = IF_ID
export VERILOG_FILES = /design/flow/design.v
export SDC_FILE = /design/flow/constraint.sdc
export NUM_CORES = 4
export LEC_CHECK = 1
export CORE_UTILIZATION = 30
```

## design/flow/constraint.sdc

```tcl
current_design IF_ID

set clk_period 1.0
set clk_io_pct 0.2

create_clock -name clk0 -period $clk_period [get_ports {clk}]

set non_clock_inputs [all_inputs -no_clocks]
set_input_delay [expr $clk_period * $clk_io_pct] -clock clk0 $non_clock_inputs
set_output_delay [expr $clk_period * $clk_io_pct] -clock clk0 [all_outputs]
```

## design/flow/design.v

```verilog
`timescale 1ns / 1ps
module IF_ID(
    input clk,
	 input [31:0] i_instr,
	 input [31:0] i_PCplus4,
	 input IF_ID_FLUSH,
	 input IF_ID_Write,
	 output reg [31:0] o_instr,
	 output reg [31:0] o_PCplus4,
	 output reg [4:0] rs,
	 output reg [4:0] rt
    );
always@(posedge clk)
begin
	if(IF_ID_FLUSH==1)
	begin
		o_PCplus4=0;
		o_instr=0;
		rs=0;
		rt=0;
	end	
	else if(IF_ID_Write==1)
	begin
		o_PCplus4=i_PCplus4;
		o_instr=i_instr;
		rs=i_instr[25:21];
		rt=i_instr[20:16];
	end
end
endmodule
```

## design/flow/run.sh

```bash
#!/bin/bash
# OpenROAD 26Q1-2900-gdf79404cd8, Yosys 0.63+post, stock flow scripts
make -C /OpenROAD-flow-scripts/flow DESIGN_CONFIG=/design/flow/config.mk WORK_HOME=/design/flow/orfs finish
```

==> run notes <==
The synthesis and place-and-route flow finished, so here is a summary.

After the flow finishes, the layout carries non-filler instances totaling 463. The floorplan step defined a die boundary enclosing between 8000 and 9000 sq um. The met1 track utilization from global routing came out at between 10% and 20%. The required time at the worst endpoint is listed as 800 ps. The global router's overall resource usage is roughly 14%.

Counting every instance in the synthesized netlist gives 216. The effective utilization at floorplan came out at slightly above 30%. STA classifies the critical path startpoint as a flip-flop. The tightest hold margin came out at 185 ps. The routed design could run at a clock period as short as about 1100 ps. The run finished, with violations left.

After synthesis, the mean cell area works out to 11.0 sq um. The initial detailed-routing violation count came out at 24. The switching power summed over all nets is 1.30 mW. The number of warnings in the stage logs is 27.

The worst voltage drop across the vdd grid came out at 0.000716 V. Entering global routing, the biggest net connects 32 pins. The number of global-route vias before repair is 1,932. The share of the core filled with cells came out at roughly 50%. The final power report lists total power as 6.17 mW. Per the GRT log, the top usage layer is met2.

Setup slack on the worst reg-to-reg path comes out at 270 ps. The number of warnings printed during yosys synthesis is 1. The length in cells of the worst reg-to-reg path came out at 3. The met2 capacity usage during global routing came out at 21.5%. The achievable clock frequency came out at 942 MHz.

The min-delay analysis places its worst path in the category input port to flip-flop. The routability congestion estimate from global placement is 0.705. The register share of total power came out at between 40% and 50%.

The count of final max-slew check failures came out at 0. The vertical die size came out at 90.8 microns. The final reports fail on negative setup slack. The core area is 7690 sq um. In the Yosys report the total cell count is 216. STA classifies the critical path endpoint as an output port.

The placement-stage cell area is 3800 sq um. The net switching fraction of the power is between 20% and 30%. The detailed placer's ending HPWL is approximately 3.7 mm. The total cell area reported by yosys after synthesis came out at 2370 sq um.

The slew at the pin closest to its max-slew limit is 220 ps. Setup repair after global routing could not meet its margin everywhere. The number of antenna-violating nets in the routed design came out at 0. The cell-internal power is approximately 4.9 mW. The worst slack at placement is -9.22 ps. The max-slew headroom at the worst pin came out at between 80% and 90%. The global-route wire length before repair is 9.01 mm. The power per cell area came out at ~1600 nW/um^2. The global-route track usage on met3 came out at 4.28%. The total number of vias is 1,932. In this run the count of I/O pins placed on the die edge is roughly 140.

In the post-route report, total wirelength is listed as approximately 5.4 mm. The first detailed-routing pass took 4 iterations. The clock tree root buffer cell is clkbuf_8. The total grt overflow came out at 0. For this design, the CTS-stage hold fixing added 0 buffers. TritonCTS built the clock tree. In the post-route analysis, the smallest setup slack over all paths is -61.1 ps. The critical path ends at o_instr[23].

The DRC violation count after routing came out at 0. Compared with the post-synthesis result, the final layout area differs by 60.2%. The number of buffers on the longest clock path came out at 2.

The clock drives 64 sinks. The die width came out at 90.8 microns. The source-to-sink clock delay at the later pin of the worst-skew pair is 320 ps. The most critical setup path has its startpoint at rs[2]$_SDFFE_PP0P_. Cells with a size suffix above 1 make up 46.8% of the layout. The arrival time of data at the critical path endpoint is 860 ps.

Before any placement, the netlist area is recorded as 2370 sq um. The unique cell type count in the Yosys netlist is 8. Per the TritonCTS log, the buffer count is 9. The clock skew after layout is 0 ps. The average wire per cell in the routed design is 11.7 microns. In this run the number of H-tree levels came out at 3.

The post-synth register bit count is 64. The highest fanout seen on the critical path came out at 2. The initial antenna violation count is 0. After floorplanning, the core was divided into 32 placement rows.

The reg-to-reg endpoint is rt[2]$_SDFFE_PP0P_. The clock-pin slew on the worst setup and hold paths is 70 ps. The final count of hold timing violations is 0. The repair_antennas step left the layout with diodes totalling 0. The setup TNS came out at -61.1 ps.

The sequential area share after synthesis came out at a little over half. Combinational logic burns 12.7% of the power. The number of max-capacitance violations reported came out at 0. The average vias per placed instance is around 4.2. The number of port buffers is 140.

The portion of total power attributed to the clock network is 41.9%. The critical path is of the flip-flop to output port type. The leakage component of the power was reported as ~1.9 nW. The number of cells after detailed placement is between 400 and 500. The ratio of final minimum period to clock period is 106%.

The post-route standard cell area excluding fillers is 3790 sq um. The number of failing setup endpoints in the final timing report is 1. The launch point of the worst register-to-register path is recorded as rt[2]$_SDFFE_PP0P_.
cell families (layout without fill, tap and decap cells):
logic type / Yosys count / count (layout) / share of synthesized area (%)
DFF: 64 / 64 / 54.2
and+or+nand+nor: 64 / 64 / 10.2
muxes: 64 / 64 / 27.1
buffers and inverters: 24 / 169 / 8.62
how the worst min path moves through the flow:
| stage | endpoint | startpoint | cells past startpoint | slack (ps) |
|---|---|---|---|---|
| final | o_instr[9]$_SDFFE_PP0P_ | IF_ID_FLUSH | 2 | 190 |
| after global routing | o_instr[9]$_SDFFE_PP0P_ | IF_ID_FLUSH | 2 | 170 |
| after CTS | o_instr[14]$_SDFFE_PP0P_ | IF_ID_FLUSH | 2 | 160 |
sequential cells by signal, indices dropped and copies added, names as in the netlist:
name	flops
o_PCplus4	32
o_instr	24
rs	4
rt	4
synthesized netlist by cell type (all sizes together):
master,count,share of area (%)
mux2i,64,27
clkbuf,1,0.21
dfxtp,64,54
nor2,64,10
buf,23,8.4
critical path: stages, from the launching register on:
cell and delay (ps):
dfxtp_2 330, buf_6 110, buf_6 90
what timing repair did:
| action | in CTS | in global routing |
|---|---|---|
| setup endpoints to repair | 74 | 16 |
| setup buffers | 10 | 0 |
| cloned | 0 | 0 |
| resized | 293 | 1 |
metal layers:
metal / part of all wire, % / wire length, microns
met2: 45 / 2430
met4: 1.6 / 89
met3: 9.2 / 498
met1: 44 / 2400
met5: 0 / 0
cell usage in the layout (no fill, tap or decap):
cell and count:
buf_2 74, mux2i_1 64, nor2_1 64, clkdlybuf4s50_1 64
dfxtp_2 64, clkbuf_8 12, buf_4 9, buf_12 4
clkinvlp_4 2, bufinv_16 2, buf_6 2
power by group through the flow:
stage | clock (mW) | sequential, mW | combinational [mW]
after CTS | 2.69 | 2.80 | 0.826
after global routing | 2.80 | 2.82 | 0.864
final | 2.58 | 2.80 | 0.782
cell type report:
cell class	instances	area (sq um)
repair buffers	153	1180
multi-input cells	128	881
flip-flops and latches	64	1360
clock buffers	12	165
clock inverters	4	75.1
well taps	102	128
fillers	750	3900
Power figures rest on the tool's default switching activity, not on a simulated workload.
