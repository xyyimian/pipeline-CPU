### design/flow/config.mk
export PLATFORM = sky130hd
export DESIGN_NAME = ID_EX
export DESIGN_NICKNAME = ID_EX
export VERILOG_FILES = /design/flow/design.v
export SDC_FILE = /design/flow/constraint.sdc
export NUM_CORES = 4
export LEC_CHECK = 1
export CORE_AREA = 10 10 191 191
export DIE_AREA = 0 0 201 201
### design/flow/constraint.sdc
current_design ID_EX

set clk_period 1.0
set clk_io_pct 0.2

create_clock -name clk0 -period $clk_period [get_ports {clk}]

set non_clock_inputs [all_inputs -no_clocks]
set_input_delay [expr $clk_period * $clk_io_pct] -clock clk0 $non_clock_inputs
set_output_delay [expr $clk_period * $clk_io_pct] -clock clk0 [all_outputs]
### design/flow/design.v
`timescale 1ns / 1ps
module ID_EX(
    input clk,
	 input ID_EX_sel,
	 input [2:0] pattern,
	 input MemtoReg,
	 input Branch,
	 input MemRead,
	 input MemWrite,
	 input RegDst,
	 input [4:0] ALUOp,
	 input ALUSrc,
	 input RegWrite,
	 input [2:0] jump,
	 input sign,
	 input [31:0] ID_PCplus4,
	 input [31:0] r1_dout,
	 input [31:0] r2_dout,
	 input [31:0] SignImm,
	 input [4:0] rs,
	 input [4:0] rt,
	 input [4:0] rd,
	 input isR,
	 input [31:0] jBranch,
	 output reg [2:0] o_pattern,
	 output reg o_MemtoReg,
	 output reg o_Branch,
	 output reg o_MemRead,
	 output reg o_MemWrite,
	 output reg o_RegDst,
	 output reg [4:0] o_ALUOp,
	 output reg o_ALUSrc,
	 output reg o_RegWrite,
	 output reg [2:0] o_jump,
	 output reg [31:0] o_PCplus4,
	 output reg [31:0] o_r1_dout,
	 output reg [31:0] o_r2_dout,
	 output reg [31:0] o_SignImm,
	 output reg [4:0] o_rs,
	 output reg [4:0] o_rt,
	 output reg [4:0] o_rd,
	 output reg o_isR,
	 output reg [31:0] o_jBranch,
	 output reg o_sign
    );
always@(posedge clk)
begin
	if(ID_EX_sel==1)
	begin
		o_pattern=0;
		o_MemtoReg=0;
		o_Branch=0;
		o_MemRead=0;
		o_MemWrite=0;
		o_RegDst=0;
		o_ALUOp=0;	
		o_ALUSrc=0;
		o_RegWrite=0;
		o_rs=0;
		o_rt=0;
		o_rd=0;
		o_isR=0;
		o_jump=0;
		o_jBranch=0;
		o_sign=0;
	end
	else
	begin
		o_pattern=pattern;
		o_MemtoReg=MemtoReg;
		o_Branch=Branch;
		o_MemRead=MemRead;
		o_MemWrite=MemWrite;
		o_RegDst=RegDst;
		o_ALUOp=ALUOp;	
		o_ALUSrc=ALUSrc;
		o_RegWrite=RegWrite;
		o_rs=rs;
		o_rt=rt;
		o_rd=rd;
		o_isR=isR;
		o_jump=jump;
		o_jBranch=jBranch;
		o_sign=sign;
	end
	o_PCplus4=ID_PCplus4;
	o_r1_dout=r1_dout;
	o_r2_dout=r2_dout;
	o_SignImm=SignImm;
end
endmodule
### design/flow/run.sh
#!/bin/bash
# OpenROAD 26Q1-2900-gdf79404cd8, Yosys 0.63+post, stock flow scripts
make -C /OpenROAD-flow-scripts/flow DESIGN_CONFIG=/design/flow/config.mk WORK_HOME=/design/flow/orfs finish
==> summary.txt <==
Physical implementation status

For this run, the number of standard cells in the final layout without fillers is 1,133. The worst-path maximum fanout stands at 1. Detailed-route iteration 0 reported a violation count of 60.

The final routed wire length divided by cell count stands at 16.3 µm. After its last routability iteration, the placer logged a weighted congestion of 0.834. The number of placed instances with taps included stands at 1,100. The timing report gives the biggest stage delay along the critical path as 360 ps. The first-pass detailed-route iteration total stands at 4.

The synthesized netlist has a Yosys-reported chip area of 4380 µm². After routing, the total negative slack on setup checks comes to -8380 ps. The first global-routing pass estimated 26.1 mm of wire. For this run, the final setup violation count is recorded as 195. The total wirelength of the detailed-routed design stands at 18.5 mm. Counting instances, the worst hold path has a depth of 3. The largest net degree at the start of global routing stands at 50. The aggregate global routing overflow stands at 0.

The biggest area contributor in the post-synthesis netlist is sky130_fd_sc_hd__dfxtp_1. Per the post-place timing report, worst setup slack is -216 ps. The core utilization before placement stands at 13.5%. The maximum clock frequency stands at 900 MHz. The worst setup path is launched from a register. Detailed routing inserted a total of 3,366 vias. For this design, the sink count on the clock tree is 195. The total area inside the core boundary comes to 32,500 µm². The chip height stands at 201 µm. The areal power density over the cells stands at 1950 nW/µm². The routed design shows a via density per instance of 2.97. After clock tree synthesis, the flow added hold-fix buffers numbering 0. By startpoint and endpoint, the worst setup path is classified as reg -> out. The worst setup path is captured at an output pin. Setup repair after global routing could not meet its margin everywhere. The number of antenna violations at the first check in global routing is 0.

Across every metal layer, demand over resource in global routing totals 8.86%. The startpoint identified for the worst hold timing path is ID_EX_sel. The synthesis report lists the most area-consuming cells as sky130_fd_sc_hd__dfxtp_1 89%, sky130_fd_sc_hd__nor2b_1 9.6%, sky130_fd_sc_hd__buf_6 0.77%, sky130_fd_sc_hd__buf_2 0.34%, sky130_fd_sc_hd__buf_4 0.17%.

According to the hold report, the worst path is of the in -> reg type. The checks that failed: negative setup slack. The H-tree was split into 4 levels. Per the post-run analysis, buffers plus inverters along the critical path come to 1.

The yosys synthesis warning count stands at 1. Looking at the max-slew report, the worst-margin pin has a slew of 338 ps. Looking at the hold checks, the worst path lands on o_rd[3]$_SDFF_PP0_. Walking the worst path, the cells encountered are buf_6. The utilization after layout stands at 26.5%. In this run the static leakage power is 3.73 nW.

The number of logic stages on the critical path including buffering stands at 1. The final-layout fill cell count stands at 3,435. According to the floorplan report, the die width is 201 µm. The cell count after synthesis came out at 269. The number of global-route vias before repair was 3,494. The number of maximum-capacitance violations recorded for the run is 0. The run finished, with violations left.

The tally of nets with antenna violations remaining after routing stands at 0. For this run, the register share of the synthesized area comes to 89.1%. Setup slack on the critical path of the routed design comes to -111 ps.

In this run the VDD rail shows a maximum IR drop of 1.13 mV. For the finished layout, the period the worst path requires is 1110 ps. From synthesis to final layout, the design area changed by 96.7%. The timing report attributes the biggest portion of critical-path delay to flip-flops. The final timing report lists a hold violation count of 0. Input and output buffers added on the ports amount to 391.

The fraction of synthesized cell area taken by the top area cell type stands at 89.1%. The required time at the worst endpoint is listed as 800 ps. The residual DRC count stands at 0. The chip occupies 40,400 µm². The synthesized design contains 195 register bits.

The data arrival time reported for the critical path is 910 ps. The worst pin sits at a relative slew slack of 77.4%. The distinct cell type count of the synthesized netlist stands at 5. In this run, CTS created clock tree buffers numbering 17. The share of the cycle needed by the critical path after routing stands at 111%. Detailed placement ended at an HPWL of 15.3 mm.

Max-slew check failures listed in the final report amount to 0. Clock tree synthesis selected as its root buffer the cell sky130_fd_sc_hd__clkbuf_16. TritonCTS built the clock tree. The count of tool warnings stands at 27.

After clock tree synthesis, the clock-pin slew on the worst setup and hold paths is 70 ps. Row generation in the floorplan step produced 66 rows. Per the STA report, the cell with the highest stage delay on the worst path is sky130_fd_sc_hd__dfxtp_4. The number of buffers between clock root and the deepest sink stands at 2.

Yosys stat counts 269 cells in the synthesized netlist. The share of layout cells above drive strength 1 stands at 38.8%. For this design the top-level I/O count stands at 392. The synthesized netlist occupies a cell area of 4380 µm². The mean post-synth cell area stands at 16.3 µm².
==> flip-flops by register name, summed over array words and instances (netlist names), 3 cells and up <==
signal	count
o_ALUOp	5
o_rt	5
o_rs	5
o_jBranch	32
o_SignImm	32
o_r2_dout	32
o_rd	5
o_r1_dout	32
o_pattern	3
o_PCplus4	32
o_jump	3
==> layer usage <==
layer	up-vias	part of all wire, %	global-route usage, %
met4	0	1.2	0.947
li1	1639	-	-
met5	-	0	0
met3	10	15	6.19
met1	1462	39	10.1
met2	255	45	13.8
==> synthesized netlist by cell type, drive strengths merged <==
master	number
nor2b	67
dfxtp	195
buf	7
==> worst max path at each step <==
| stage | startpoint | endpoint | slack [ps] |
|---|---|---|---|
| 4_1_cts | o_r2_dout[31]$_DFF_P_ | o_r2_dout[31] | -170 |
| 5_1_grt | o_r2_dout[31]$_DFF_P_ | o_r2_dout[31] | -170 |
| 6_report | o_r2_dout[31]$_DFF_P_ | o_r2_dout[31] | -110 |
==> final cells by class <==
class / instances / area (µm²) / area share [%]
multi-input combinational: 67 / 419 / 4.87
clock inverter: 11 / 139 / 1.61
sequential: 195 / 3950 / 45.9
tap: 442 / 553 / 6.42
timing repair buffer: 396 / 3080 / 35.7
clock buffer: 21 / 470 / 5.46
antenna: 1 / 2.50 / 0.0291
==> logic make-up after synthesis <==
kind of cell / count (synthesis) / share of synthesized area [%]
simple gates: 67 / 9.57
flops: 195 / 89.1
buf+inv: 7 / 1.29
==> tightest hold or removal path, stage by stage <==
cell	delay, ps
sky130_fd_sc_hd__buf_2	140
sky130_fd_sc_hd__buf_12	160
sky130_fd_sc_hd__nor2b_1	50
==> cell usage in the layout, fill, tap and decap left out <==
cell                                n
sky130_fd_sc_hd__clkinvlp_4         1
sky130_fd_sc_hd__clkbuf_8           3
sky130_fd_sc_hd__clkdlybuf4s50_1  195
sky130_fd_sc_hd__buf_12             2
sky130_fd_sc_hd__inv_6              5
sky130_fd_sc_hd__buf_4              3
sky130_fd_sc_hd__inv_8              2
sky130_fd_sc_hd__clkbuf_1           1
sky130_fd_sc_hd__clkinv_2           1
sky130_fd_sc_hd__diode_2            1
sky130_fd_sc_hd__dfxtp_1          159
sky130_fd_sc_hd__buf_2            183
sky130_fd_sc_hd__dfxtp_2           35
sky130_fd_sc_hd__clkbuf_16         17
sky130_fd_sc_hd__dfxtp_4            1
sky130_fd_sc_hd__nor2b_1           67
sky130_fd_sc_hd__bufinv_16          2
sky130_fd_sc_hd__buf_6             13
==> stage by stage <==
step	hold slack [ps]	total power, W	instance area, µm²
floorplan	228	0.00848	4380
global placement	620	0.0102	8850
detailed placement	624	0.0102	8850
CTS	135	0.0171	8540
global route	145	0.0175	8610
finish	158	0.0168	8610
==> power by group <==
| part | internal [W] | switching, W | total (W) |
|---|---|---|---|
| clock | 0.00396 | 0.00317 | 0.00714 |
| sequential | 0.00819 | 0.0000943 | 0.00828 |
| combinational | 0.00103 | 0.000305 | 0.00134 |
| total | 0.0132 | 0.00357 | 0.0168 |
==> timing repair <==
item | in CTS | in global routing
buffers inserted | 0 | 0
setup endpoints to repair | 195 | 195
gates cloned | 0 | 0
resized | 667 | 23
Power figures rest on the tool's default switching activity, not on a simulated workload.
