### config.mk
export PLATFORM = sky130hd
export DESIGN_NAME = fault
export DESIGN_NICKNAME = fault
export VERILOG_FILES = /design/flow/design.v
export SDC_FILE = /design/flow/constraint.sdc
export NUM_CORES = 4
export LEC_CHECK = 1
export CORE_AREA = 10 10 72 72
export DIE_AREA = 0 0 82 82
### constraint.sdc
current_design fault

set clk_period 3.3
set clk_io_pct 0.2

create_clock -name clk0 -period $clk_period

set non_clock_inputs [all_inputs -no_clocks]
set_input_delay [expr $clk_period * $clk_io_pct] -clock clk0 $non_clock_inputs
set_output_delay [expr $clk_period * $clk_io_pct] -clock clk0 [all_outputs]
### design.v
`timescale 1ns / 1ps
module fault(
    input overflow,
	 input udfist,
	 input [31:0] of_except_addr,
	 input [31:0] udfist_except_addr,
	 output reg [31:0] cause,
	 output reg [31:0] EPC,
	 output reg brk,
	 output reg [31:0] brk_vec
    );
	always@(*)
	begin
		if(udfist==1)
		begin
			cause=32'd10;
			EPC=udfist_except_addr;
			brk=1;
			brk_vec=32'h80000000;
		end
		else if(overflow==1)
		begin
			cause=32'd12;
			EPC=of_except_addr;
			brk=1;
			brk_vec=32'h80000018;
		end
		else
		begin
			cause=0;
			EPC=0;
			brk=0;
			brk_vec=0;
		end
	end
endmodule
### run.sh
#!/bin/bash
# OpenROAD 26Q1-2900-gdf79404cd8, Yosys 0.63+post, stock flow scripts
make -C /OpenROAD-flow-scripts/flow DESIGN_CONFIG=/design/flow/config.mk WORK_HOME=/design/flow/orfs finish
==> metrics.yaml <==
flops: 0
drc: 0
grt_pass1_vias: 895
syn-cell-area_um2: 852
critPathLaunch: "udfist"
dieArea_mm2: 0.00672
ios: 163
drive_gt1_share_pct: 1.98
drtIter0Drc: 37
leakage_uw: 0.000740
ant_nets: 0
seq_area_um2: 0
netlist-cell-type-count: 9
drv_cap: 0
final_cells: 250
hp-class: "input port to output pin"
endpoint_kind: "output pin"
drv_slew: 0
via_per_inst: 3.62
largest_area_cell: "buf_4"
hold_depth: 4
final_util_pct: 45.2
period_used_pct: 85.8
wl_per_cell_um: 17.7
cp.required_ns: 2.64
ys_cells: 108
chipWidth_um: 82
grt_overflow: 0
outcome: "completed"
p_sw_uw: 43.8
grt_max_degree: 35
tns_ns: 0
avgSynthCellArea_um2: 7.89
route.vias.total: 904
intPower_uw: 147
combPwrFrac_pct: 100.0
portBuffers: 105
cts-resized-gates: 0
grt_usage_pct: 10.2
num-clock-buffers: 0
rows: 22
routed_wl_um: 4410
dp_cells: 250
hold_start: "of_except_addr[27]"
area_leaders: "buf_4, a22o_1, buf_6"
ys_seq_share_pct: 0
fin_total_pwr_uw: 191
worstSetupPathType: "input port to output pin"
syn_inst: 108
fmax_ghz: 0.353
power.share.clock_pct: 0
diodes: 0
warnings: 32
yosys_area_um2: 852
final_cell_mix: "clkdlybuf4s50_1, conb_1, a22o_1, nand2_1, buf_4"
holdBufCountCts: 0
p_seq_share_pct: 0
yosys_warnings: 1
crit_arrival_ns: 2.17
layout_min_cycle_time_ns: 2.83
crit_path_start_kind: "input port"
place_hpwl_um: 3970
core-area_mm2: 0.00369
antenna_found_initial: 0
synth_top_area_share_pct: 55.5
cts_setup_buffers: 0
globalplace.congestion: 0.867
vdd_drop_max_uv: 31.4
die_h_um: 82
lay_top_count: "clkdlybuf4s50_1"
area_growth_pct: 95.7
p_sw_share_pct: 23.0
power.density_mw_per_mm2: 114
hold_viol_final: 0
cp_max_fo: 34
rsz0062_at_grt: "false"
dr.pass1.iters: 4
setup_violations: 0
grt_pass1_wl_um: 5360
fp_util_pct: 23.1
-- synth_stat cells --
cell	count
a22o_1	31
o21ai_1	1
or2_1	1
nand2_1	2
conb_1	1
buf_6	5
buf_4	63
nor2b_4	1
buf_2	3
-- cells by family (layout without fill, tap and decap cells) --
group / Yosys count / in the layout / synth area share, %
buffers and inverters: 71 / 108 / 63.9
other: 1 / 58 / 0.440
AND/OR/NAND/NOR: 4 / 4 / 3.23
AND-OR/OR-AND: 32 / 32 / 32.5
-- stage by stage --
step	worst slack [ns]	hold slack, ns	area, um^2
after floorplan	1.45	1.38	1070
after global placement	0.409	2.25	1670
after detailed placement	0.411	2.25	1670
after CTS	0.411	2.26	1670
after global routing	0.366	2.31	1670
final	0.469	2.24	1670
-- path summary, 6_finish.rpt --
| check | end | slack (ns) |
|---|---|---|
| max | EPC[30] | 0.47 |
| min | EPC[27] | 2.24 |
-- area by class of cell --
class                      instances  area (um^2)
fill                             373         2020
multi-input combinational         94          522
tap                               48         60.1
timing repair buffer             108         1090
-- worst max-delay path: stages --
cell	delay (ns)
clkdlybuf4s50_1	0.50
nor2b_4	0.16
buf_12	0.19
a22o_1	0.16
clkdlybuf4s50_1	0.48
-- power by group through the flow --
stage         Combinational (uW)  Sequential, uW  Clock [uW]
CTS                          196               0           0
global route                 207               0           0
finish                       191               0           0
-- layer usage --
| metal | GRT usage (%) | wire (um) | up-vias |
|---|---|---|---|
| li1 | - | - | 446 |
| met1 | 13.2 | 1800 | 366 |
| met2 | 17.6 | 2050 | 92 |
| met3 | 2.53 | 554 | 0 |
| met4 | 0 | 0 | 0 |
| met5 | 0 | 0 | - |
Power figures rest on the tool's default switching activity, not on a simulated workload.
